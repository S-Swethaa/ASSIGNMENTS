File: design/flow/design.v
`timescale 1ns / 1ps
module fsm_assign_04(
output reg [2:0]east,west,north,south,
output reg P_east,P_west,P_north,P_south,
input wire clk,reset,
input wire [3:0]traffic,emergency,pedastrain_req);
reg [3:0]state;
parameter [3:0]E_G=4'b0000,E_Y=4'b0001,
N_G=4'b0010,N_Y=4'b0011,
W_G=4'b0100,W_Y=4'b0101,
S_G=4'b0110,S_Y=4'b0110,
P_E=4'b1000,P_N=4'b1001,
P_W=4'b1010,P_S=4'b1011;
reg [4:0]count;
always @(posedge clk or posedge reset) begin
if(reset) begin
count<=0;
state<=E_G;
end else if (|emergency) begin
count<=0;
case (emergency)
 4'b1000:state<=E_G;
 4'b0100:state<=N_G;
 4'b0010:state<=W_G;
 4'b0001:state<=S_G;
endcase
end else if (|traffic) begin
count<=0;
case (traffic)
 4'b1000:state<=E_G;
 4'b0100:state<=N_G;
 4'b0010:state<=W_G;
 4'b0001:state<=S_G;
endcase
end else if (|pedastrain_req) begin
count <= 0;
case (pedastrain_req)
 4'b1000: state <= P_E;
 4'b0100: state <= P_N;
 4'b0010: state <= P_W;
 4'b0001: state <= P_S;
endcase
end else begin  
case (state)
 E_G:if (count==19) begin
 state<=E_Y;
 count<=0;
 end else
 count<=count+1;        
 E_Y:if (count==3) begin state<=N_G; count<=0; end else count<=count+1;
 N_G:if (count==19) begin state<=N_Y; count<=0; end else count<=count+1;
 N_Y:if (count==3) begin state<=W_G; count<=0; end else count<=count+1;
 W_G:if (count==19) begin state<=W_Y; count<=0; end else count<=count+1;
 W_Y:if (count==3) begin state<=S_G; count<=0; end else count<=count+1;
 S_G:if (count==9) begin state<=S_Y; count<=0; end else count<=count+1;
 S_Y:if (count==3) begin state<=E_G; count<=0; end else count<=count+1;
 P_E:if (count==10) begin state<=E_G; count<=0; end else count<=count+1;
 P_N:if (count==10) begin state<=N_G; count<=0; end else count<=count+1;
 P_W:if (count==10) begin state<=W_G; count<=0; end else count<=count+1;
 P_S:if (count==10) begin state<=S_G; count<=0; end else count<=count+1;
 default: begin state<=E_G; count<=0; end
endcase
end
end
always @(*) begin
east=3'b100;
north=3'b100;
west=3'b100;
south=3'b100;
P_east=0;P_west=0;P_north=0;P_south=0;
case(state)
 E_G:east=3'b001;
 E_Y:east=3'b010;
 N_G:north=3'b001;
 N_Y:north=3'b010;
 W_G:west=3'b001;
 W_Y:west=3'b010;
 S_G:south=3'b001;
 S_Y:south=3'b010;
 P_E:P_east=1;
 P_N:P_north=1;
 P_W:P_west=1;
 P_S:P_south=1;
 endcase
 end
 endmodule
File: design/flow/run.sh
#!/bin/bash
# OpenROAD 26Q1-2900-gdf79404cd8, Yosys 0.63+post, stock flow scripts
make -C /OpenROAD-flow-scripts/flow DESIGN_CONFIG=/design/flow/config.mk WORK_HOME=/design/flow/orfs finish
File: design/flow/config.mk
export PLATFORM = sky130hd
export DESIGN_NAME = fsm_assign_04
export DESIGN_NICKNAME = fsm_assign_04
export VERILOG_FILES = /design/flow/design.v
export SDC_FILE = /design/flow/constraint.sdc
export NUM_CORES = 4
export LEC_CHECK = 1
export CORE_AREA = 10 10 82 82
export DIE_AREA = 0 0 92 92
File: design/flow/constraint.sdc
current_design fsm_assign_04

set clk_period 4.4
set clk_io_pct 0.2

create_clock -name clk0 -period $clk_period [get_ports {clk}]

set non_clock_inputs [all_inputs -no_clocks]
set_input_delay [expr $clk_period * $clk_io_pct] -clock clk0 $non_clock_inputs
set_output_delay [expr $clk_period * $clk_io_pct] -clock clk0 [all_outputs]
==> flow_metrics.env <==
# physical design summary
export IMPL_switching_share=0.2606
export IMPL_peakVddDrop_mv=0.07293
export IMPL_hold_path_class="reg2reg"
export IMPL_drive_gt1_frac=0.08088
export IMPL_final_util=0.2483
export IMPL_crit_family="buffers and inverters"
export IMPL_worst_clock_skew_ns=0.001139
export IMPL_path_cells="inv_1, nor3_4, clkdlybuf4s50_1"
export IMPL_maxSlewViolCount=0
export IMPL_worstSkewPairLatency_ns=0.23
export IMPL_grt_pass1_wl_mm=3.995
export IMPL_worstPathRequired_ns=3.52
export IMPL_combPwrFrac=0.275
export IMPL_stdcell_count=206
export IMPL_core_um2=5075
export IMPL_cts_setup_buffers=0
export IMPL_grt_max_degree=15
export IMPL_r2r_start="count[0]$_DFF_PP0_"
export IMPL_syn_inst=109
export IMPL_synth_top_cell_by_count="nor2_1"
export IMPL_fp_dieArea_um2=8464
export IMPL_area_delta_synth_final_pct=43.86
export IMPL_clock_path_buffers=2
export IMPL_synth_cells_yosys=109
export IMPL_power_net_switching_w=0.00006621
export IMPL_fp_util=0.1726
export IMPL_grt_pass1_vias=862
export IMPL_ys_async_sr_fraction=1.000
export IMPL_top_area_frac=0.2571
export IMPL_rr_worst_depth=6
export IMPL_antenna_found_initial=0
export IMPL_power_density_nw_per_um2=201.6
export IMPL_yosys_area_um2=875.8
export IMPL_min_period_ns=2.567
export IMPL_hold_end="count[0]$_DFF_PP0_"
export IMPL_rsz0062_at_grt="no"
export IMPL_p_clk_frac=0.359
export IMPL_setup_viol=0
export IMPL_yosys_warnings=1
export IMPL_ff_type="dfrtp_1"
export IMPL_path_clk_slew_ns=0.04
export IMPL_finalClockPeriodUsage=0.5835
export IMPL_drt_wirelength_per_cell_um=11.26
export IMPL_timing_final_ws_setup_ns=1.833
export IMPL_routabilityCongestion=0.8344
export IMPL_cts_root_buf="clkbuf_8"
export IMPL_end_kind="output pin"
export IMPL_hold_viol_final=0
export IMPL_cts_htree_levels=1
export IMPL_fp_dieW_um=92
export IMPL_max_freq_mhz=389.5
export IMPL_cp_slowest_cell="dfrtp_1"
export IMPL_dp_cells=202
export IMPL_vias_per_cell=4.150
export IMPL_ff2ff_setup_slack_ns=2.56
export IMPL_synthDistinctLibCells=40
export IMPL_status="completed"
export IMPL_ys_seq_share=0.2571
export IMPL_critPathBufInv=2
export IMPL_cp_arrival_ns=1.69
export IMPL_synth_area_um2=875.8
export IMPL_fin_total_pwr_w=0.0002541
export IMPL_numCtsBuffers=3
export IMPL_io_buffers=28
export IMPL_cts_repair_resized=0
export IMPL_edf_count=0
export IMPL_r2r_end="state[2]$_DFFE_PP0P_"
export IMPL_power_leakage_nw=0.4221
export IMPL_cpPeakStageDelay_ns=0.54
export IMPL_num_io_pins=30
export IMPL_cp_max_fo=12
export IMPL_max_cap_violations=0
export IMPL_cts_sinks=9
export IMPL_grt_use_total=0.05456
export IMPL_drt_iter0_drc=27
export IMPL_drt_met1_wl_mm=1.168
export IMPL_crit_type="reg2out"
export IMPL_common_cells="nor2_1 (15), nand2_1 (11), nor3_1 (10), dfrtp_1 (9), inv_1 (8)"
export IMPL_tns_ns=0
export IMPL_wirelength_mm=2.320
export IMPL_dp_hpwl_mm=1.979
export IMPL_row_count=26
export IMPL_synth_flops=9
export IMPL_drcViolationCount=0
export IMPL_via_count=855
export IMPL_whs_path_depth=1
export IMPL_wl_met3_um=162
export IMPL_diodes=0
export IMPL_die_height_um=92
export IMPL_cp_start_kind="flop"
export IMPL_pwr_share_seq=0.366
export IMPL_highest_layer="met4"
export IMPL_intPower_w=0.0001879
export IMPL_cts_tree="built"
export IMPL_first_pass_iters=3
export IMPL_preCtsSetupSlack_ns=1.666
export IMPL_warning_count=27
export IMPL_largest_area_cell="dfrtp_1"
export IMPL_overflow=0
export IMPL_ant_nets=0
export IMPL_min_from="count[0]$_DFF_PP0_"
export IMPL_synth_area_top_cells="dfrtp_1 (26%), nor2_1 (6.4%), nor3_1 (5.7%)"
export IMPL_avgSynthCellArea_um2=8.035
export IMPL_wl_met2_um=948
export IMPL_timing_critical_path_depth=3
export IMPL_ctsHoldBuffers=0
==> cell usage in the layout, fill, tap and decap left out, types with 4 or more instances in the layout <==
master,count
inv_1,8
nor3_1,10
a21oi_1,4
nand2_1,11
xnor2_1,4
dfrtp_1,9
nor2_1,15
clkdlybuf4s50_1,28
==> stage by stage <==
| stage | hold slack (ns) | cell area (um2) |
|---|---|---|
| floorplan | 0.4777 | 875.8 |
| global placement | 0.5106 | 1215 |
| detailed placement | 0.5222 | 1215 |
| CTS | 0.5345 | 1260 |
| global route | 0.5477 | 1260 |
| finish | 0.5195 | 1260 |
==> per-layer routing <==
metal,track usage,vias to the layer above
met5,0,-
li1,-,444
met4,0.01285,0
met3,0.01647,2
met2,0.07706,19
met1,0.07930,390
==> logic make-up after synthesis <==
| group | Yosys count | share of synthesized area |
|---|---|---|
| other | 1 | 0.004282 |
| buffers and inverters | 14 | 0.07142 |
| flip-flops | 9 | 0.2571 |
| adder cells (fa/ha/maj) | 5 | 0.06572 |
| XOR/XNOR | 6 | 0.06000 |
| AND-OR/OR-AND | 23 | 0.2143 |
| multiplexers | 3 | 0.03429 |
| AND/OR/NAND/NOR | 48 | 0.2929 |
==> layout make-up <==
| cell class | count | area (um2) |
|---|---|---|
| timing repair buffer | 28 | 280.3 |
| fill | 582 | 3815 |
| inverter | 9 | 33.78 |
| multi-input combinational | 86 | 588.1 |
| tap | 70 | 87.58 |
| sequential | 9 | 225.2 |
| clock buffer | 4 | 45.04 |
==> how the worst max path moves through the flow <==
stage	from	to
final	state[1]$_DFFE_PP0P_	south[0]
after global routing	state[1]$_DFFE_PP0P_	south[0]
after CTS	state[1]$_DFFE_PP0P_	south[0]
==> flip-flops by register name, indices dropped and copies added, names as in the netlist <==
| signal | flops |
|---|---|
| state | 4 |
| count | 5 |
==> power groups by stage <==
stage,clock network [W],logic [W],registers (W)
4_1_cts,0.0000943,0.0000715,0.0000929
5_1_grt,0.000101,0.0000783,0.0000936
6_report,0.0000912,0.0000699,0.0000929
==> worst register-to-register path, stage by stage (launching register included) <==
cell and delay [ns]:
dfrtp_1 0.41, ha_1 0.24, inv_1 0.06, o41ai_2 0.30, nand3_2 0.17, a211oi_2 0.35
mux2i_1 0.23
No activity file was given, so power comes from the tool's default toggle rates.
