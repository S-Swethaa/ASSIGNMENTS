===== run.sh =====
#!/bin/bash
# OpenROAD 26Q1-2900-gdf79404cd8, Yosys 0.63+post, stock flow scripts
make -C /OpenROAD-flow-scripts/flow DESIGN_CONFIG=/design/flow/config.mk WORK_HOME=/design/flow/orfs finish

===== config.mk =====
export PLATFORM = sky130hd
export DESIGN_NAME = fsm_assign_03
export DESIGN_NICKNAME = fsm_assign_03
export VERILOG_FILES = /design/flow/design.v
export SDC_FILE = /design/flow/constraint.sdc
export NUM_CORES = 4
export LEC_CHECK = 1
export CORE_AREA = 10 10 70 70
export DIE_AREA = 0 0 80 80

===== constraint.sdc =====
current_design fsm_assign_03

set clk_period 6.1
set clk_io_pct 0.2

create_clock -name clk0 -period $clk_period

set non_clock_inputs [all_inputs -no_clocks]
set_input_delay [expr $clk_period * $clk_io_pct] -clock clk0 $non_clock_inputs
set_output_delay [expr $clk_period * $clk_io_pct] -clock clk0 [all_outputs]

===== design.v =====
`timescale 1ns / 1ps
module fsm_assign_03(
input [7:0]binary,
output [3:0]hundreds,
output [3:0]tens,
output [3:0]ones);
integer i;
reg [19:0]shift_reg;
reg [3:0]h,t,o;
always @(*)begin
shift_reg = 20'd0;
shift_reg[7:0] = binary;
  for (i = 0; i < 8; i = i + 1) begin
     if (shift_reg[11:8] >= 5)
         shift_reg[11:8] = shift_reg[11:8] + 3;
     if (shift_reg[15:12] >= 5)
         shift_reg[15:12] = shift_reg[15:12] + 3;
     if (shift_reg[19:16] >= 5)
         shift_reg[19:16] = shift_reg[19:16] + 3;
shift_reg= shift_reg << 1;
end
 h = shift_reg[19:16];
 t = shift_reg[15:12];
 o = shift_reg[11:8];
end
assign hundreds=h;
assign tens=t;
assign ones=o;
endmodule

==> flow_summary_export.csv <==
group,metric,value,unit
critical_path,timing.critical_path.slowest_stage_cell,"sky130_fd_sc_hd__or3_4",
global_routing,global_route_wire_length_before_repair,5480,um
cells_and_area,flop_area,0,sq um
yosys,avgSynthCellArea,7.13,sq um
power,power_leakage,0.000891,uW
global_routing,antenna_violations_before_repair,0,
power,vdd_ir_drop_max,0.0861,mV
detailed_routing,avgRoutedWirePerCell,12.2,um
yosys,syn-instance-count,151,
yosys,post_synth_main_logic_family,"AND-OR/OR-AND gates",
floorplanning,floorplan.die.width,80,um
global_routing,groute.usage.overall,0.0967,
yosys,yosys_warnings,1,
global_routing,grt.overflow.total,0,
detailed_routing,via_per_inst,5.16,
cells_and_area,final_util,0.598,
run_status,result_of_the_run,"complete, but fails checks",
detailed_routing,dr_total_vias,1428,
critical_path,critical_path_peak_fanout,3,
placement,post-dp-hpwl,2560,um
floorplanning,die_area,6400,sq um
floorplanning,height_of_the_chip,80,um
floorplanning,core-area,3420,sq um
yosys,ys_sh_xor,0.0326,
sta,final_critical_path_time_including_i_o_delays_and_setup,6.54,ns
yosys,post_synth_num_cell_types,51,
cells_and_area,post_route_cells_drive_above_1_share,0.580,
run_status,failed_checks,"negative setup slack",
global_routing,maximum_number_of_pins_on_one_net_before_global_route_repair,13,
clock_network,cts_hold_buf,0,
critical_path,critical_path.n_buffers_inverters,6,
placement,finalWeightedCongestion,0.864,
yosys,synth-simple-area-share,0.266,
critical_path,critical_path.max_stage_delay,0.37,ns
sta,timing.max_slew.rel_slack,0.634,
sta,holdWs,2.44,ns
sta,final_report_hold_violation_count,0,
sta,timing_worst_slew_pin_value,0.533,ns
yosys,seq_area_frac_synth,0,
sta,clock.fmax,153,MHz
yosys,synth-area-yosys,1080,sq um
critical_path,critPathArrivalTime,5.32,ns
detailed_routing,drt_drc_violations_left,0,
cells_and_area,n_fill_cell,290,
cells_and_area,flop-count,0,
detailed_routing,drtAntennaViolNets,0,
hold_path,hold_path.class,"in2out",
critical_path,cp-start-kind,"input pin",
critical_path,crit_top_cell,"sky130_fd_sc_hd__ha_4",
yosys,syn_area,1080,sq um
flow_run,total_of_max_cap_violations,0,
global_routing,number_of_global_route_vias_before_repair,1319,
yosys,yosys.area_share.aoi,0.367,
sta,timing.final.max_slew_violations,0,
power,power.density_cell_area,227,nW/um^2
flow_run,warnings,38,
critical_path,criticalPathCategory,"in2out",
yosys,ys_sh_mux,0.151,
detailed_routing,drt_iter0_markers,55,
critical_path,critical_path.top_delay_family,"simple AND/OR/NAND/NOR gates",
placement,dp.cells,258,
sta,setup_viol,3,
yosys,synth-cells-yosys,151,
yosys,post_synth_fa_ha_maj_area_fraction,0.105,
detailed_routing,dr.pass1.iters,4,
detailed_routing,route.final.wire_length,3390,um
floorplanning,initial_core_util,0.315,
detailed_routing,antennaDiodeCount,0,
sta,grt_setup_unrepaired,"yes",
floorplanning,ios,20,
floorplanning,cell_row_count,21,
placement,pre_cts_slack,-1.31,ns
critical_path,critPathRequiredTime,4.88,ns
sta,finalClockPeriodUsage,1.07,
placement,buffer_ports.inserted,16,
cells_and_area,nClkBuffers,0,
cells_and_area,number_of_standard_cells_in_the_final_layout_excluding_fillers,277,
cells_and_area,areaGrowthSynthToFinish,89.8,%
critical_path,end_kind,"output port",
sta,smallest_setup_slack_after_layout,-0.442,ns
[layout make-up]
class / count / area [sq um] / share of cell area
multi-input combinational: 136 / 1260 / 0.617
tap: 46 / 57.6 / 0.0282
timing repair buffer: 86 / 682 / 0.334
inverter: 9 / 42.5 / 0.0208
[power breakdown]
| group | leakage (uW) | internal (uW) | switching (uW) |
|---|---|---|---|
| sequential | 0 | 0 | 0 |
| combinational | 0.000891 | 261 | 202 |
| clock | 0 | 0 | 0 |
[stage by stage]
stage | cell area (sq um) | setup TNS, ns | power, uW
floorplan | 1220 | -1.03 | 232
global placement | 1770 | -5.12 | 399
detailed placement | 1770 | -5.73 | 406
CTS | 1950 | -1.31 | 441
global route | 2040 | -2.35 | 506
finish | 2040 | -1.25 | 463
[routing by layer]
layer / wire length (um) / vias up / track usage
li1: - / 735 / -
met1: 1710 / 669 / 0.135
met2: 1600 / 24 / 0.171
met3: 75 / 0 / 0.00227
met4: 0 / 0 / 0
met5: 0 / - / 0
[cells in the mapped netlist (all sizes together) (4+ instances only)]
cell type | number | area, sq um
inv | 9 | 33.8
nor3 | 8 | 40.0
nand2 | 17 | 63.8
o21ai | 9 | 45.0
a21oi | 12 | 67.6
xnor2 | 4 | 35.0
nor2 | 12 | 45.0
mux2 | 6 | 75.1
buf | 5 | 38.8
ha | 9 | 113
mux2i | 8 | 87.6
[logic make-up (layout without fill, tap and decap cells)]
family,after synthesis,count (layout)
other cells,1,2
buf+inv,16,95
mux,14,14
xor+xnor,4,4
simple gates,57,57
fa+ha+maj,9,9
compound gates,50,50
[worst paths after layout]
kind	from	endpoint	slack [ns]	cells after the start
worst max-delay path	binary[5]	tens[2]	-0.44	26
worst min-delay path	binary[0]	ones[0]	2.44	0
[cell usage in the layout (no fill, tap or decap), types with 3 or more instances in the layout]
cell and instances:
sky130_fd_sc_hd__o21ai_1 3, sky130_fd_sc_hd__mux2i_1 5, sky130_fd_sc_hd__mux2_2 3, sky130_fd_sc_hd__mux2_4 3
sky130_fd_sc_hd__nor2_1 10, sky130_fd_sc_hd__nor3_1 4, sky130_fd_sc_hd__a21oi_1 6, sky130_fd_sc_hd__ha_2 5
sky130_fd_sc_hd__ha_4 4, sky130_fd_sc_hd__xnor2_2 3, sky130_fd_sc_hd__a211oi_1 3, sky130_fd_sc_hd__nand2_1 16
sky130_fd_sc_hd__o21ai_0 4, sky130_fd_sc_hd__inv_1 5, sky130_fd_sc_hd__a21oi_2 4, sky130_fd_sc_hd__o211ai_1 3
sky130_fd_sc_hd__clkdlybuf4s50_1 8, sky130_fd_sc_hd__buf_6 4, sky130_fd_sc_hd__buf_4 68, sky130_fd_sc_hd__nand3_1 3
[timing repair]
item,in CTS,in global routing
cloned,0,0
buffers inserted,16,4
setup endpoints to repair,9,8
resized,38,21
hold endpoints to repair,0,0
pin swaps,24,15
Power is estimated from default activity; no workload was simulated.
