==> design/flow/design.v <==
`timescale 1ns / 1ps
module fsm_assign_05 (
    input wire clk,
    input wire reset,
    input wire wr_en,
    input wire rd_en,
    input wire burst_en,
    input wire [2:0] burst_len,      
    input wire [7:0] data_in,
    input wire [7:0] addr,
    output reg [7:0] data_out,
    output reg error_flag
);
reg [7:0] mem [255:0];               
reg [2:0] burst_count;
reg burst_active;
always @(posedge clk or posedge reset) begin
    if (reset) begin
        data_out <= 8'b0;
        error_flag <= 0;
        burst_count <= 0;
        burst_active <= 0;
    end else begin
        error_flag <= 0;
        if (wr_en && rd_en) begin
            error_flag <= 1;
        end
        if (addr > 8'd255) begin
            error_flag <= 1;
        end
        if (burst_en && !burst_active) begin
            burst_active <= 1;
            burst_count <= 0;
        end
        if (burst_active) begin
            if (burst_count < burst_len) begin
                if (wr_en) begin
                    mem[addr + burst_count] <= data_in;  
                end else if (rd_en) begin
                    data_out <= mem[addr + burst_count];  
                end
                burst_count <= burst_count + 1;
            end else begin
                burst_active <= 0; 
            end
        end else begin
            if (wr_en) begin
                mem[addr] <= data_in;
            end else if (rd_en) begin
                data_out <= mem[addr];
            end
        end
    end
end
endmodule
==> design/flow/run.sh <==
#!/bin/bash
# OpenROAD 26Q1-2900-gdf79404cd8, Yosys 0.63+post, stock flow scripts
make -C /OpenROAD-flow-scripts/flow DESIGN_CONFIG=/design/flow/config.mk WORK_HOME=/design/flow/orfs finish
==> design/flow/config.mk <==
export PLATFORM = sky130hd
export DESIGN_NAME = fsm_assign_05
export DESIGN_NICKNAME = fsm_assign_05
export VERILOG_FILES = /design/flow/design.v
export SDC_FILE = /design/flow/constraint.sdc
export NUM_CORES = 4
export LEC_CHECK = 1
export CORE_UTILIZATION = 40
==> design/flow/constraint.sdc <==
current_design fsm_assign_05

set clk_period 25.9
set clk_io_pct 0.2

create_clock -name clk0 -period $clk_period [get_ports {clk}]

set non_clock_inputs [all_inputs -no_clocks]
set_input_delay [expr $clk_period * $clk_io_pct] -clock clk0 $non_clock_inputs
set_output_delay [expr $clk_period * $clk_io_pct] -clock clk0 [all_outputs]
==> results.ini <==
[run_status]
status = aborted with a tool error
flow.stopped_at = global routing
firstError = [ERROR GRT-0116] Global routing finished with congestion. Check the congestion regions in the DRC Viewer.

[yosys]
yosysWarnings = 2
yosys_most_used_dff = edfxtp_1
ys_seq_share = 0.633
avgSynthCellArea_um2 = 12.4
yosysUniqueCellTypes = 88
ys.flops = 2061
yosys_area_um2 = 97600
syn-cell-area_um2 = 97600
most_common_cell = edfxtp_1
topCellsByArea = edfxtp_1 (63%), a22oi_1 (8.0%), nor2_1 (2.2%)
edf_count = 2048
top_cell_area_share = 0.630
synthCells = 7899
ys_cells = 7899
synth.largest_area_cell = edfxtp_1
postSynth.asyncResetShare = 0.00631
yosys-top-cells-count = edfxtp_1 (2,048), a22oi_1 (1,045), nor2_1 (581), clkbuf_1 (427), nand2_1 (372)

[global_routing]
grt_overflow = 30800
grt_pass1_wl_mm = 1630
global_route.usage.total = 1.12
grt_start_max_net_pins = 85
grt_pass1_vias = 136000

[floorplan]
die_y_um = 496
fp_util = 0.404
rows = 180
die_width_um = 496
num_io_pins = 33

[placement]
dpl.cell_count = 11600
gp_congestion = 1.80
dp_hpwl_mm = 923
portBuffers = 32

[clock_tree]
clockRootBuffer = clkbuf_16
cts_setup_buffers = 0
post_cts_resize_count = 0
cts_buffers = 226
clockBufferDepth = 3
cts_hold_repair.buffers = 0
clkSinkCount = 2061
h-tree-depth = 4

==> routing by layer <==
metal | global-route usage | overflow
met1 | 1.13 | 8144
met4 | 1.04 | 3644
met2 | 1.24 | 14200
met5 | 0.937 | 494
met3 | 1.02 | 4303
==> logic make-up after synthesis <==
| group | Yosys count | share of synthesized area |
|---|---|---|
| flip-flops | 2061 | 0.633 |
| XOR/XNOR | 3 | 0.000269 |
| AND-OR/OR-AND | 2923 | 0.223 |
| buffers and inverters | 775 | 0.0319 |
| multiplexers | 60 | 0.00632 |
| AND/OR/NAND/NOR | 2070 | 0.104 |
| adder cells (fa/ha/maj) | 7 | 0.000974 |
==> per-stage QoR <==
| step | instance area, um2 | hold WS [ps] | setup WS [ps] |
|---|---|---|---|
| 2_1_floorplan | 97600 | 452 | 16150 |
| 3_5_place_dp | 110000 | 535 | 13410 |
| 4_1_cts | 118000 | 542 | 14270 |
| 3_3_place_gp | 110000 | 532 | 12030 |
